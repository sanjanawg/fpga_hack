==> design/flow/design.v <==
module UART_RX
  #(parameter CLKS_PER_BIT = 434)
  (
   input        i_Clock,
   input        i_RX_Serial,
   output       o_RX_DV,
   output [7:0] o_RX_Byte
   );
  parameter IDLE         = 3'b000;
  parameter RX_START_BIT = 3'b001;
  parameter RX_DATA_BITS = 3'b010;
  parameter RX_STOP_BIT  = 3'b011;
  parameter CLEANUP      = 3'b100;
  reg [7:0]     r_Clock_Count = 0;
  reg [2:0]     r_Bit_Index   = 0;  
  reg [7:0]     r_RX_Byte     = 0;
  reg           r_RX_DV       = 0;
  reg [2:0]     r_SM_Main     = 0;
  always @(posedge i_Clock)
  begin
    case (r_SM_Main)
      IDLE :
        begin
          r_RX_DV       <= 1'b0;
          r_Clock_Count <= 0;
          r_Bit_Index   <= 0;
          if (i_RX_Serial == 1'b0)           
            r_SM_Main <= RX_START_BIT;
          else
            r_SM_Main <= IDLE;
        end
      RX_START_BIT :
        begin
          if (r_Clock_Count == (CLKS_PER_BIT-1)/2)
          begin
            if (i_RX_Serial == 1'b0)
            begin
              r_Clock_Count <= 0;   
              r_SM_Main     <= RX_DATA_BITS;
            end
            else
              r_SM_Main <= IDLE;
          end
          else
          begin
            r_Clock_Count <= r_Clock_Count + 1;
            r_SM_Main     <= RX_START_BIT;
          end
        end  
      RX_DATA_BITS :
        begin
          if (r_Clock_Count < CLKS_PER_BIT-1)
          begin
            r_Clock_Count <= r_Clock_Count + 1;
            r_SM_Main     <= RX_DATA_BITS;
          end
          else
          begin
            r_Clock_Count          <= 0;
            r_RX_Byte[r_Bit_Index] <= i_RX_Serial;
            if (r_Bit_Index < 7)
            begin
              r_Bit_Index <= r_Bit_Index + 1;
              r_SM_Main   <= RX_DATA_BITS;
            end
            else
            begin
              r_Bit_Index <= 0;
              r_SM_Main   <= RX_STOP_BIT;
            end
          end
        end  
      RX_STOP_BIT :
        begin
          if (r_Clock_Count < CLKS_PER_BIT-1)
          begin
            r_Clock_Count <= r_Clock_Count + 1;
     	    r_SM_Main     <= RX_STOP_BIT;
          end
          else
          begin
       	    r_RX_DV       <= 1'b1;
            r_Clock_Count <= 0;
            r_SM_Main     <= CLEANUP;
          end
        end  
      CLEANUP :
        begin
          r_SM_Main <= IDLE;
          r_RX_DV   <= 1'b0;
        end
      default :
        r_SM_Main <= IDLE;
    endcase
  end    
  assign o_RX_DV   = r_RX_DV;
  assign o_RX_Byte = r_RX_Byte;
endmodule  
==> design/flow/run.sh <==
#!/bin/bash
# OpenROAD 26Q1-2900-gdf79404cd8, Yosys 0.63+post, stock flow scripts
make -C /OpenROAD-flow-scripts/flow DESIGN_CONFIG=/design/flow/config.mk WORK_HOME=/design/flow/orfs finish
==> design/flow/config.mk <==
export PLATFORM = sky130hd
export DESIGN_NAME = UART_RX
export DESIGN_NICKNAME = UART_RX
export VERILOG_FILES = /design/flow/design.v
export SDC_FILE = /design/flow/constraint.sdc
export NUM_CORES = 4
export LEC_CHECK = 1
export CORE_AREA = 10 10 71 71
export DIE_AREA = 0 0 81 81
==> design/flow/constraint.sdc <==
current_design UART_RX

set clk_period 1.9
set clk_io_pct 0.2

create_clock -name clk0 -period $clk_period [get_ports {i_Clock}]

set non_clock_inputs [all_inputs -no_clocks]
set_input_delay [expr $clk_period * $clk_io_pct] -clock clk0 $non_clock_inputs
set_output_delay [expr $clk_period * $clk_io_pct] -clock clk0 [all_outputs]
==> metrics.yaml <==
logic_synthesis:
  logic_family: "simple AND/OR/NAND/NOR gates"
  yosysUniqueCellTypes: 27
  ys_top_cells_by_area: "edfxtp_1, buf_4, dfxtp_1, nand4bb_4, ha_1"
  synthCells: 60
  synthArstFlopShare: 0
  ys_warn_count: 1
  ys_sh_mux: 0.01701
  simple_gate_area_frac: 0.2042
  yosys_register_bits: 11
  adder_share: 0.03781
  top_area_cell: "edfxtp_1"
  ys_chip_area_um2: 661.9
  syn_area_um2: 661.9
  syn_area_per_cell_um2: 11.03
  xor_share: 0.02647
  aoi_share: 0.1153
  yosys.area.top_type_share: 0.4083
  ys_cells: 60
  edf_count: 9
  synth-main-ff-cell: "edfxtp_1"
  ys_seq_frac: 0.4688
clocking:
  cts_setup_buffers: 0
  clk_latency_ps: 240
  path_clk_slew_ps: 50
  ctsHtreeMaxLevel: 1
  postCtsHoldBufs: 0
  cts_resized: 0
  cts.sinks: 11
  cts_made_buffers: 3
  root_buffer: "clkbuf_8"
  tritoncts: "yes"
  clockBufferDepth: 2
routing:
  totalWireLength_um: 1124
  drtIter0Drc: 6
  diodes: 0
  dr.pass1.iters: 4
  routed_via_density: 3.733
  wl_per_cell_um: 9.690
  drc: 0
  vias: 433
  ant_nets: 0
timing:
  slew_viol_final: 0
  clock_skew_ps: 2.247
  finalHoldViolations: 0
  setup_violations: 0
  tns_ps: 0
  setup_slack_ps: 172.6
  timing.final.crit_share: 0.9092
  clock.fmax_mhz: 578.9
  rsz0062_at_grt: "false"
  fin_crit_ps: 1727
global_route:
  gr-usage-met1: 0.05093
  grt_pass1_vias: 461
  top_usage_layer: "met2"
  grt_max_degree: 11
  grtUsageMet2: 0.05732
  grtUsageTotal: 0.03801
  overflow: 0
  use_met3: 0.01893
  grt_pass1_wl_um: 2056
  antenna_found_initial: 0
setup_path:
  worstPathCellList: "inv_1 -> ha_1 -> nand4bb_4 -> nor4_4 -> nand3_1"
  worstSetupPathType: "reg -> reg"
  path_buffers: 1
  end_kind: "flip-flop"
  critPathTopFamily: "simple AND/OR/NAND/NOR gates"
  arrival_ps: 1600
  max_stage_delay_ps: 420
  crit_slowest_cell: "edfxtp_1"
  crit_fanout: 8
  crit_required_ps: 1770
  cp-start-kind: "flip-flop"
place:
  gp_congestion: 0.7950
  place_area_um2: 730.7
  numPortBuffers: 2
  dp_slack_ps: 177.5
  place_hpwl_um: 877.7
floorplanning:
  dieArea_um2: 6561
  pin_count: 11
  die_x_um: 81
  num_rows: 22
  initial_core_util: 0.1822
  fp.dieH_um: 81
  fp.coreArea_um2: 3633
pwr:
  ir_worst_vdd_uv: 546.0
  p_leak_nw: 0.2823
  power_density_nw_per_um2: 633.9
layout:
  area_growth_pct: 17.39
  fin_area_um2: 777.0
  drive_gt1_frac: 0.1765
  nFillCells: 396
min_path:
  worstHoldPathType: "reg -> reg"
job:
  warnings: 26
  maxCapViolCount: 0
run_status:
  outcome: "completed"
layout by cell type, fill, tap and decap left out, drive strengths merged, types with 2 or more instances in the layout:
cell type and count:
a21oi 2, a31oi 2, and3 2, buf 3, clkbuf 3, clkdlybuf4s50 2
conb 8, dfxtp 2, edfxtp 9, ha 2, inv 6, nand2 3
nand3 4, nor3 3, or3 2, xnor2 2
sequential cells by signal, indices dropped and copies added (netlist names):
signal	count
r_SM_Main	2
r_RX_DV	1
r_Clock_Count	8
worst paths after layout:
path               startpoint          endpoint  slack (ps)  cells after the start
max          r_Clock_Count[1]  r_Clock_Count[3]         170                      5
min              r_SM_Main[0]      r_SM_Main[0]         500                      2
max reg2reg  r_Clock_Count[1]  r_Clock_Count[3]         170                      5
min reg2reg      r_SM_Main[0]      r_SM_Main[0]         500                      2
final cells by class:
cell class	count	area (um2)	area share
sequential	11	310.3	0.3994
multi-input combinational	42	295.3	0.3800
tap	48	60.06	0.07729
timing repair buffer	5	42.54	0.05475
clock buffer	3	41.29	0.05314
inverter	6	22.52	0.02899
clock inverter	1	5.005	0.006441
stage by stage:
step	power (mW)	hold slack, ps	utilization	std cells
6_report	0.4925	501.0	0.2138	116
5_1_grt	0.5134	538.8	0.2138	116
4_1_cts	0.4976	504.6	0.2138	116
3_5_place_dp	0.2666	496.2	0.2011	112
3_3_place_gp	0.2670	485.7	0.2011	112
2_1_floorplan	0.2742	465.9	-	67
synth_stat cells (2+ instances only):
master / number
a31oi_1: 2
or3_1: 2
edfxtp_1: 9
xnor2_1: 2
inv_1: 6
ha_1: 2
nor3_1: 3
a21oi_1: 2
dfxtp_1: 2
nand2_1: 3
buf_4: 8
nand3_1: 4
worst register-to-register path: stages, from the launching register on:
cell	delay, ps
edfxtp_1	420
inv_1	80
ha_1	180
nand4bb_4	140
nor4_4	170
nand3_1	370
cell families after synthesis:
group / Yosys count
AND/OR/NAND/NOR: 18
buffers and inverters: 14
AND-OR/OR-AND: 11
flip-flops: 11
adder cells (fa/ha/maj): 2
XOR/XNOR: 2
other: 1
multiplexers: 1
report_power, final:
part / switching (mW) / internal (mW)
sequential: 0 / 0.257
clock: 0.0871 / 0.144
combinational: 0.00201 / 0.00198
routing by layer:
| layer | wire length, um | vias to the layer above |
|---|---|---|
| met1 | 562 | 196 |
| met2 | 494 | 12 |
| met4 | 0 | 0 |
| met5 | 0 | - |
| met3 | 67 | 0 |
| li1 | - | 225 |
Power and IR drop assume default switching activity.
