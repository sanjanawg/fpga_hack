===== run.sh =====
#!/bin/bash
# OpenROAD 26Q1-2900-gdf79404cd8, Yosys 0.63+post, stock flow scripts
make -C /OpenROAD-flow-scripts/flow DESIGN_CONFIG=/design/flow/config.mk WORK_HOME=/design/flow/orfs finish

===== config.mk =====
export PLATFORM = sky130hd
export DESIGN_NAME = uart_re
export DESIGN_NICKNAME = uart_re
export VERILOG_FILES = /design/flow/design.v
export SDC_FILE = /design/flow/constraint.sdc
export NUM_CORES = 4
export LEC_CHECK = 1
export CORE_AREA = 10 10 93 93
export DIE_AREA = 0 0 103 103

===== constraint.sdc =====
current_design uart_re

set clk_period 3.6
set clk_io_pct 0.2

create_clock -name clk0 -period $clk_period [get_ports {clk}]

set non_clock_inputs [all_inputs -no_clocks]
set_input_delay [expr $clk_period * $clk_io_pct] -clock clk0 $non_clock_inputs
set_output_delay [expr $clk_period * $clk_io_pct] -clock clk0 [all_outputs]

===== design.v =====
module uart_re(
    input clk,                
    input reset,              
    input [3:0] switches,     
    input button,             
    output reg [6:0] seg,     
    output reg [7:0] leds,    
    output reg servo_pwm      
);
    parameter IDLE     = 2'b00;
    parameter PRICE    = 2'b01;
    parameter DISPENSE = 2'b10;
    reg [1:0] state, next_state;
    reg [15:0] pwm_counter;   
    reg [15:0] pwm_duty;      
    reg [3:0] item_prices [0:3]; 
    reg [3:0] current_price;
    always @(*) begin
        case (current_price)
            4'd0: seg = 7'b1000000;  
            4'd1: seg = 7'b1111001;  
            4'd2: seg = 7'b0100100;  
            4'd3: seg = 7'b0110000;  
            4'd4: seg = 7'b0011001;  
            4'd5: seg = 7'b0010010;  
            4'd6: seg = 7'b0000010;  
            4'd7: seg = 7'b1111000;  
            4'd8: seg = 7'b0000000;  
            4'd9: seg = 7'b0010000;  
            default: seg = 7'b1111111;  
        endcase
    end
    always @(posedge clk or posedge reset) begin
        if (reset) begin
            pwm_counter <= 16'b0;
            servo_pwm <= 0;
        end else begin
            pwm_counter <= pwm_counter + 1;
            if (pwm_counter < pwm_duty)
                servo_pwm <= 1;
            else
                servo_pwm <= 0;
        end
    end
    always @(posedge clk or posedge reset) begin
        if (reset) begin
            state <= IDLE;
        end else begin
            state <= next_state;
        end
    end
    always @(*) begin
        next_state = state;
        leds = 8'b0;  
        pwm_duty = 16'd1000;  
        current_price = 4'd0;  
        case (state)
            IDLE: begin
                leds[0] = 1;  
                if (switches != 4'b0000) begin
                    current_price = item_prices[switches];
                    next_state = PRICE;
                end
            end
            PRICE: begin
                leds[1] = 1;  
                if (button) begin
                    next_state = DISPENSE;   
                end
            end
            DISPENSE: begin
                leds[2] = 1;  
                pwm_duty = 16'd1500;  
                next_state = IDLE;  
            end
            default: next_state = IDLE;
        endcase
    end
    initial begin
        item_prices[0] = 4'd3;  
        item_prices[1] = 4'd5;  
        item_prices[2] = 4'd7;  
        item_prices[3] = 4'd9;  
    end
endmodule

==> CHANGELOG.md <==
### Physical design

* Status: finished clean
* Via Count at 847
* Chip area in the Yosys report at 1149 um2
* Arr. time, crit path at 2760 ps
* R2R setup slack at 2210 ps
* Hold WC Path Type: reg -> reg
* Cell area after synthesis at 1149 um2
* Worst path depth at 7
* TritonRoute pass-1 iters at 4
* Power density cells at 317.9 nW/um2
* Most common cell after layout, fill and taps aside: dfrtp_1
* Crit start category: input pin
* Largest net degree at the start of global routing at 21
* Finished Layout Cells at 217
* Asr flop ratio synth at 100.0%
* Die Span Y at 103 um
* Cell count after synthesis at 117
* Vias in the first global route at 823
* Grt ovf at 0
* Avg Inst Size Synth at 9.817 um2
* Worst IR Drop VDD at 0.07384 mV
* Die Area at 10610 um2
* Final GP Congestion at 0.7934
* Final slew viol count at 0
* Hold_buf cts at 0
* Most common cell on crit path: clkdlybuf4s50_1
* Final setup vio count at 0
* FP Rows at 30
* Tool warnings at 26
* Fillers at 720
* F_max at 287.5 MHz
* DP Cell Count at 213
* Launch point of the worst reg-to-reg path: pwm_counter[0]
* WL final at 2189 um
* Lkg Pwr at 0.6573 nW
* Commonest flop: dfrtp_1
* Number of vias per cell at 3.903
* # Post-CTS Setup Buffers at 0
* CP max stage delay at 490 ps
* Num CTS Buffers at 3
* Initial antenna violation count at 0
* Relative slew slack at 50.59%
* Yosys warns at 1
* P&R area growth vs syn at 27.12%
* Final min period at 3479 ps
* RSZ-0062 raised after global routing: false
* Distinct lib cells at 31
* Cell at the root of the clock tree: clkbuf_8
* First-pass GRT wire length at 3601 um
* Tcrit/Tclk final at 96.63%
* CTS tree: done
* CTS H-Tree Depth at 1
* Crit end category: primary output
* Setup CP Type: in -> out
* Final ANT Viol Nets at 0
* Die Width at 103 um
* Critical path's slowest cell: clkdlybuf4s50_1
* Post-detail-place hpwl at 1725 um
* CP max FO at 4
* R2R Path End: pwm_counter[12]
* Crit-path cells: clkdlybuf4s50_1 > inv_1 > ha_1 > or3b_4 > a211o_1 > a21boi_1 > clkdlybuf4s50_1
* Overall Global Routing Usage at 3.948%
* Final Hold Vio Count at 0
* Clk Latency, worst-skew pair at 250 ps
* Clock tree sinks at 20
* Top Layout Cells: dfrtp_1 (19), clkdlybuf4s50_1 (17), nand2_1 (13)
* Max Root-Sink Buffers at 2
* Skew final at 0.8900 ps
* FF-to-FF path depth at 4
* Seq share, synth at 43.68%
* Crit path buf inv count at 3
* Top Family by Delay on Critical Path: buffers and inverters
* Cells in synth_stat.txt at 117
* Max Cap Viol at 0
* Flops out of synthesis at 20
* Worst Setup SP: switches[0]
* IO Port Bufs at 17
* Clock slew at reported path FFs at 70 ps
* Core Region at 6756 um2
* Post-synth EDFFs at 0
* Post_cts resized at 0
* Slew @ Worst Pin at 740.3 ps
* Initial Util at 17.00%
* Average wire per standard cell at 10.09 um
* I/O pin count at 23
* TNS Setup at 0 ps
* DRC Markers at 0
* CP required at 2880 ps
* Initial DRC count at 17
* Crit path capture: seg[0]
* Share of layout cells above drive strength 1 at 8.029%
* Ant diodes at 0
-- sequential cells by signal (all words and copies together) (netlist names) --
register and cells:
servo_pwm 1, pwm_counter 16, state 3
-- cell families after synthesis --
kind of cell	after synthesis	synth area share, %
AOI/OAI and AO/OA	12	6.427
DFF	20	43.68
other	1	0.3265
xor gates and xnor gates	15	11.44
and+or+nand+nor	47	23.97
buffers and inverters	15	6.536
adders and majority gates	7	7.625
-- worst min-delay path by stage --
stage                    from              end  slack (ps)  cells after the start
CTS           pwm_counter[15]  pwm_counter[15]         480                      1
global route   pwm_counter[0]   pwm_counter[0]         500                      1
finish        pwm_counter[15]  pwm_counter[15]         480                      1
-- metal layers --
| layer | part of all wire [%] | track usage, % | vias up |
|---|---|---|---|
| li1 | - | - | 432 |
| met1 | 49 | 5.623 | 387 |
| met2 | 44 | 6.387 | 26 |
| met3 | 6.6 | 0.4062 | 2 |
| met4 | 1.0 | 0.7487 | 0 |
| met5 | 0 | 0 | - |
-- through the flow --
step / cell area, um2 / power [mW] / util [%] / worst slack [ps] / hold WS, ps
2_1_floorplan: 1164 / 0.2694 / - / 1205 / 443.1
3_3_place_gp: 1400 / 0.3022 / 20.72 / 93.85 / 461.9
3_5_place_dp: 1400 / 0.3022 / 20.72 / 143.6 / 470.2
4_1_cts: 1455 / 0.4735 / 21.54 / 132.6 / 480.2
5_1_grt: 1460 / 0.4874 / 21.61 / 11.76 / 504.1
6_report: 1460 / 0.4642 / 21.61 / 121.3 / 482.1
-- where the power goes --
part	switching, mW	internal [mW]
registers	0.00475	0.230
clock network	0.0702	0.0972
logic	0.0261	0.0360
total	0.101	0.363
-- Yosys cell counts (3+ instances only) --
cell | number | area share (%)
dfrtp_1 | 19 | 41
nand2_1 | 13 | 4.2
xor2_1 | 10 | 7.6
inv_1 | 9 | 2.9
ha_1 | 7 | 7.6
nor3_1 | 6 | 2.6
a21oi_1 | 5 | 2.2
buf_4 | 5 | 3.3
nand3_1 | 5 | 2.2
nor4_1 | 5 | 2.7
xnor2_1 | 5 | 3.8
nand4_1 | 4 | 2.2
and2_1 | 3 | 1.6
-- final cells by class --
type	count	area (um2)	share of cell area, %
multi-input cells	86	591.8	40.53
repair buffers	18	177.7	12.17
flip-flops and latches	20	501.7	34.36
well taps	80	100.1	6.855
inverters	9	33.78	2.314
clock buffers	4	55.05	3.770
Power figures rest on the tool's default switching activity, not on a simulated workload.
